File: ./design.v
module	helloworld(i_clk,
			o_uart_tx);
	input		i_clk;
	output	wire	o_uart_tx;
	parameter	INITIAL_UART_SETUP = 31'd50;
	wire	[30:0]	i_setup;
	assign	i_setup = INITIAL_UART_SETUP;
	reg	pwr_reset;
	initial	pwr_reset = 1'b1;
	always @(posedge i_clk)
		pwr_reset <= 1'b0;
	reg	[7:0]	message	[0:15];
	initial begin
		message[ 0] = "H";
		message[ 1] = "e";
		message[ 2] = "l";
		message[ 3] = "l";
		message[ 4] = "o";
		message[ 5] = ",";
		message[ 6] = " ";
		message[ 7] = "W";
		message[ 8] = "o";
		message[ 9] = "r";
		message[10] = "l";
		message[11] = "d";
		message[12] = "!";
		message[13] = " ";
		message[14] = "\r";
		message[15] = "\n";
	end
	reg	[27:0]	counter;
	initial	counter = 28'hffffff0;
	always @(posedge i_clk)
		counter <= counter + 1'b1;
	wire		tx_break, tx_busy;
	reg		tx_stb;
	reg	[3:0]	tx_index;
	reg	[7:0]	tx_data;
	assign	tx_break = 1'b0;
	initial	tx_index = 4'h0;
	always @(posedge i_clk)
		if ((tx_stb)&&(!tx_busy))
			tx_index <= tx_index + 1'b1;
	always @(posedge i_clk)
		tx_data <= message[tx_index];
	initial	tx_stb = 1'b0;
	always @(posedge i_clk)
		if (&counter)
			tx_stb <= 1'b1;
		else if ((tx_stb)&&(!tx_busy)&&(tx_index==4'hf))
			tx_stb <= 1'b0;
	wire	cts_n;
	assign	cts_n = 1'b0;
	txuart	transmitter(i_clk, pwr_reset, i_setup, tx_break,
			tx_stb, tx_data, cts_n, o_uart_tx, tx_busy);
endmodule
`default_nettype	none
module txuart(i_clk, i_reset, i_setup, i_break, i_wr, i_data,
		i_cts_n, o_uart_tx, o_busy);
	parameter	[30:0]	INITIAL_SETUP = 31'd868;
	input	wire		i_clk, i_reset;
	input	wire	[30:0]	i_setup;
	input	wire		i_break;
	input	wire		i_wr;
	input	wire	[7:0]	i_data;
	input	wire		i_cts_n;
	output	reg		o_uart_tx;
	output	wire		o_busy;
	wire	[27:0]	clocks_per_baud, break_condition;
	wire	[1:0]	data_bits;
	wire		use_parity, parity_even, dblstop, fixd_parity,
			fixdp_value, hw_flow_control;
	reg	[30:0]	r_setup;
	assign	clocks_per_baud = { 4'h0, r_setup[23:0] };
	assign	break_condition = { r_setup[23:0], 4'h0 };
	assign	hw_flow_control = !r_setup[30];
	assign	data_bits       =  r_setup[29:28];
	assign	dblstop         =  r_setup[27];
	assign	use_parity      =  r_setup[26];
	assign	fixd_parity     =  r_setup[25];
	assign	parity_even     =  r_setup[24];
	assign	fixdp_value     =  r_setup[24];
	reg	[27:0]	baud_counter;
	reg	[3:0]	state;
	reg	[7:0]	lcl_data;
	reg		calc_parity, r_busy, zero_baud_counter;
	reg	q_cts_n, qq_cts_n, ck_cts;
	always	@(posedge i_clk)
		q_cts_n <= i_cts_n;
	always	@(posedge i_clk)
		qq_cts_n <= q_cts_n;
	always	@(posedge i_clk)
		ck_cts <= (!qq_cts_n)||(!hw_flow_control);
	initial	o_uart_tx = 1'b1;
	initial	r_busy = 1'b1;
	initial	state  = 4'hf;
	initial	lcl_data= 8'h0;
	initial	calc_parity = 1'b0;
	always @(posedge i_clk)
	begin
		if (i_reset)
		begin
			r_busy <= 1'b1;
			state <= 4'hf;
		end else if (i_break)
		begin
			state <= 4'he;
			r_busy <= 1'b1;
		end else if (!zero_baud_counter)
		begin  
			r_busy <= 1'b1;
		end else if (state == 4'he)
		begin
			state <= 4'hf;
			r_busy <= 1'b1;
		end else if (state == 4'hf)	 
		begin
			if ((i_wr)&&(!r_busy))
			begin	 
				r_busy <= 1'b1;
				case(data_bits)
				2'b00: state <= 4'h0;
				2'b01: state <= 4'h1;
				2'b10: state <= 4'h2;
				2'b11: state <= 4'h3;
				endcase
			end else begin  
				r_busy <= !ck_cts;
			end
		end else begin
			r_busy <= 1'b1;
			if (state[3] == 0)  
			begin
				if (state == 4'h7)
					state <= (use_parity)?4'h8:4'h9;
				else
					state <= state + 1;
			end else if (state == 4'h8)
			begin
				state <= 4'h9;
			end else if (state == 4'h9)
			begin  
				if (dblstop)
					state <= 4'ha;
				else
					state <= 4'hf;
			end else  
			begin
				state <= 4'hf;  
			end
		end 
	end
	assign	o_busy = (r_busy);
	initial	r_setup = INITIAL_SETUP;
	always @(posedge i_clk)
		if (state == 4'hf)
			r_setup <= i_setup;
	always @(posedge i_clk)
		if (!r_busy)
			lcl_data <= i_data;
		else if (zero_baud_counter)
			lcl_data <= { 1'b0, lcl_data[7:1] };
	always @(posedge i_clk)
		if (i_reset)
			o_uart_tx <= 1'b1;
		else if ((i_break)||((i_wr)&&(!r_busy)))
			o_uart_tx <= 1'b0;
		else if (zero_baud_counter)
			casez(state)
			4'b0???:	o_uart_tx <= lcl_data[0];
			4'h8:	o_uart_tx <= calc_parity;
			default:	o_uart_tx <= 1'b1;
			endcase
	always @(posedge i_clk)
		if (fixd_parity)
			calc_parity <= fixdp_value;
		else if (zero_baud_counter)
		begin
			if (state[3] == 0)  
				calc_parity <= calc_parity ^ lcl_data[0];
			else
				calc_parity <= parity_even;
		end else if (!r_busy)
			calc_parity <= parity_even;
	initial	zero_baud_counter = 1'b0;
	initial	baud_counter = 28'h05;
	always @(posedge i_clk)
	begin
		zero_baud_counter <= (baud_counter == 28'h01);
		if ((i_reset)||(i_break))
		begin
			baud_counter <= break_condition;
			zero_baud_counter <= 1'b0;
		end else if (!zero_baud_counter)
			baud_counter <= baud_counter - 28'h01;
		else if (state == 4'he)
			baud_counter <= clocks_per_baud<<2;
		else if (state == 4'hf)
		begin
			baud_counter <= 28'h0;
			zero_baud_counter <= 1'b1;
			if ((i_wr)&&(!r_busy))
			begin
				baud_counter <= clocks_per_baud - 28'h01;
				zero_baud_counter <= 1'b0;
			end
		end else
			baud_counter <= clocks_per_baud - 28'h01;
	end
endmodule
File: ./run.sh
#!/bin/bash
# OpenROAD 26Q1-2900-gdf79404cd8, Yosys 0.63+post, stock flow scripts
make -C /OpenROAD-flow-scripts/flow DESIGN_CONFIG=/design/flow/config.mk WORK_HOME=/design/flow/orfs finish
File: ./config.mk
export PLATFORM = sky130hd
export DESIGN_NAME = helloworld
export DESIGN_NICKNAME = helloworld
export VERILOG_FILES = /design/flow/design.v
export SDC_FILE = /design/flow/constraint.sdc
export NUM_CORES = 4
export LEC_CHECK = 1
export CORE_UTILIZATION = 50
File: ./constraint.sdc
current_design helloworld

set clk_period 4.8
set clk_io_pct 0.2

create_clock -name clk0 -period $clk_period [get_ports {i_clk}]

set non_clock_inputs [all_inputs -no_clocks]
set_input_delay [expr $clk_period * $clk_io_pct] -clock clk0 $non_clock_inputs
set_output_delay [expr $clk_period * $clk_io_pct] -clock clk0 [all_outputs]
==> impl_metrics.csv <==
group,metric,value,unit
routing,vias,2948,
logic_synthesis,synth_cells,414,
clocking,cts_sinks,86,
logic_synthesis,netlist_area,3989,um2
clocking,cts_max_level,3,
cells_and_area,syn_to_final_growth,7.152,%
critical_path,endpoint_kind,"flop",
floorplanning,coreArea,7727,um2
logic_synthesis,yosys_area,3989,um2
job,warnings,37,
logic_synthesis,yosys_cells,414,
clocking,cts.repair.resized,0,
run_status,status,"complete, no violations",
logic_synthesis,ys_warn_count,2,
critical_path,path_cells,"inv_1, ha_1, nor3b_1, nand2_1, or4_1, a21oi_1",
routing,ant_nets,0,
sta,tightest_slew,0.6726,ns
critical_path,worst_path_dominant_cell_family,"simple AND/OR/NAND/NOR gates",
sta,hold_viol_final,0,
critical_path,max_stage_delay,0.60,ns
sta,clock_skew,0.007724,ns
critical_path,worstPathRequired,5.08,ns
critical_path,crit_type,"flop to flop",
logic_synthesis,ys_seq_share,46.68,%
grt,grt_max_degree,20,
clocking,postCtsSetupRepairBufs,0,
sta,finalCritPeriodShare,44.90,%
place,io_buffers,1,
sta,grt_setup_unrepaired,"no",
cells_and_area,final_cells,518,
power,ir_drop,0.1628,mV
critical_path,worst-path-buf-inv,1,
clocking,clock-root-buffer,"clkbuf_8",
routing,routed_via_density,5.691,
routing,drc,0,
logic_synthesis,synthDistinctLibCells,51,
power,powerDensity,328.5,nW/um2
routing,drt-initial-drc-count,133,
job,cap_viol_max_count,0,
sta,fin_crit,2.155,ns
critical_path,cpMaxStageDelayCell,"or4_1",
floorplanning,die_w,91.32,um
min_path,hp-class,"flop to flop",
logic_synthesis,ys_seq_elements,86,
clocking,cts_tree,"done",
routing,drt-total-wl,7.427,mm
grt,grt_pass1_vias,2715,
logic_synthesis,ff_type,"dfxtp_1",
sta,fin_ws,2.645,ns
sta,fin_setup_tns,0,ns
grt,grt_pass1_wl,12.45,mm
cells_and_area,drive_gt1_share,6.731,%
grt,antenna_found_initial,0,
floorplanning,fp-utilization,51.62,%
sta,setup_violations,0,
logic_synthesis,synthArstFlopShare,0,%
clocking,clk_latency,0.35,ns
floorplanning,ioPinCount,2,
floorplanning,fp.dieH,91.32,um
logic_synthesis,synth_area_per_cell,9.635,um2
critical_path,worst-endpoint-arrival,2.43,ns
floorplanning,dieArea,8338,um2
floorplanning,placementRows,32,
critical_path,crit_fanout,15,
logic_synthesis,edf_count,14,
clocking,holdBufCountCts,0,
sta,drv_slew,0,
routing,drtPass1Iterations,4,
place,dpl.hpwl,4.912,mm
place,pre_cts_slack,2.700,ns
place,placed_cells,502,
clocking,cts_buffer_depth,2,
sta,slew_headroom,54.69,%
grt,track_usage,19.04,%
clocking,cts_buffers,9,
power,leakage,1.521,nW
critical_path,cp-start-kind,"flop",
routing,antenna_cells,0,
sta,clock.fmax,463.9,MHz
grt,grt.overflow.total,0,
clocking,clk_pin_slew,0.08,ns
place,gp_congestion,0.8373,
routing,post_drt_wl_per_cell,14.34,um
==> worst paths after layout <==
kind | start | end | slack (ns) | cells past startpoint
setup reg to reg | transmitter.baud_counter[0]$_SDFF_PP0_ | transmitter.baud_counter[26]$_SDFF_PP0_ | 2.64 | 6
hold reg to reg | counter[0]$_DFF_P_ | counter[0]$_DFF_P_ | 0.40 | 1
setup / recovery | transmitter.baud_counter[0]$_SDFF_PP0_ | transmitter.baud_counter[26]$_SDFF_PP0_ | 2.64 | 6
hold / removal | counter[0]$_DFF_P_ | counter[0]$_DFF_P_ | 0.40 | 1
==> state kept, by name (all words and copies together), names as in the netlist, 2 cells and up <==
register                  flops
transmitter.r_setup           2
counter                      28
tx_data                       7
transmitter.baud_counter     28
transmitter.state             4
tx_index                      4
transmitter.lcl_data          7
==> power by group <==
part	internal [mW]	leakage (nW)	switching, mW
Clock	0.293	0.101	0.248
Sequential	0.748	0.718	0.0289
Combinational	0.0375	0.703	0.0487
Total	1.08	1.52	0.326
==> cell usage after synthesis (3+ instances only) <==
cell type / number / area (um2)
ha_1: 18 / 225.2
nand2_1: 30 / 112.6
nor4_1: 5 / 31.28
nand4_1: 14 / 87.58
nor3_1: 13 / 65.06
buf_2: 3 / 15.01
o22ai_1: 3 / 18.77
o41ai_1: 5 / 43.79
nor2_1: 20 / 75.07
or3_1: 12 / 75.07
o31ai_1: 7 / 52.55
inv_1: 19 / 71.32
clkbuf_1: 13 / 48.80
or4_1: 8 / 60.06
nor4_2: 3 / 37.54
a21oi_1: 18 / 90.09
nand3_1: 18 / 90.09
and3_1: 3 / 18.77
nor3b_1: 4 / 30.03
dfxtp_1: 72 / 1441
edfxtp_1: 14 / 420.4
o21ai_0: 26 / 130.1
nand2b_1: 3 / 18.77
mux2_2: 9 / 101.4
a221o_1: 3 / 30.03
xnor2_1: 29 / 254.0
xor2_1: 8 / 70.07
==> through the flow <==
stage | utilization (%) | cell area [um2] | power [mW] | hold slack (ns)
floorplan | - | 3993 | 0.8558 | 0.3703
global placement | 52.62 | 4066 | 0.8778 | 0.3782
detailed placement | 52.62 | 4066 | 0.8765 | 0.3847
CTS | 55.31 | 4274 | 1.411 | 0.4049
global route | 55.31 | 4274 | 1.455 | 0.4395
finish | 55.31 | 4274 | 1.404 | 0.4049
==> worst register-to-register path: cells and delay by family, from the launching register on <==
family                   cells  cell delay [ns]
AND-OR/OR-AND                1             0.14
adder cells (fa/ha/maj)      1             0.21
buffers and inverters        1             0.09
flip-flops                   1             0.39
AND/OR/NAND/NOR              3             1.25
==> final cells by class <==
class | count | area (um2)
timing repair buffer | 1 | 10.01
sequential | 86 | 1862
clock buffer | 12 | 135.1
clock inverter | 4 | 72.57
multi-input combinational | 294 | 1996
inverter | 19 | 71.32
fill | 645 | 3453
tap | 102 | 127.6
==> placed cells by master (no fill, tap or decap), types with 7 or more instances in the layout <==
master / count
or4_1: 8
ha_1: 18
nand2_1: 30
nor2_1: 20
nor3_1: 13
xor2_1: 8
xnor2_1: 29
o31ai_1: 7
dfxtp_1: 72
a21oi_1: 18
or3_1: 12
clkbuf_8: 9
mux2_2: 9
o21ai_0: 26
edfxtp_1: 14
nand4_1: 14
inv_1: 19
nand3_1: 18
==> cell families (layout without fill, tap and decap cells) <==
group | count (synthesis) | after routing | synth area share [%]
buf+inv | 35 | 36 | 3.388
simple gates | 145 | 145 | 20.14
xor+xnor | 37 | 37 | 8.124
compound gates | 81 | 81 | 13.05
flops | 86 | 86 | 46.67
fa+ha+maj | 18 | 18 | 5.646
mux | 10 | 10 | 2.792
other cells | 2 | 3 | 0.1883
==> metal layers <==
| layer | up-vias | track usage (%) | wire length, um |
|---|---|---|---|
| li1 | 1508 | - | - |
| met1 | 1364 | 30.85 | 3726 |
| met2 | 64 | 27.78 | 3261 |
| met3 | 12 | 2.891 | 286 |
| met4 | 0 | 5.291 | 153 |
| met5 | - | 0 | 0 |
Power is estimated from default activity; no workload was simulated.
