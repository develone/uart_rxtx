$ cat ./config.mk
export PLATFORM = sky130hd
export DESIGN_NAME = wbpport
export DESIGN_NICKNAME = wbpport
export VERILOG_FILES = /design/flow/design.v
export SDC_FILE = /design/flow/constraint.sdc
export NUM_CORES = 4
export LEC_CHECK = 1
export CORE_UTILIZATION = 50
$ cat ./constraint.sdc
current_design wbpport

set clk_period 4.0
set clk_io_pct 0.2

create_clock -name clk0 -period $clk_period [get_ports {i_clk}]

set non_clock_inputs [all_inputs -no_clocks]
set_input_delay [expr $clk_period * $clk_io_pct] -clock clk0 $non_clock_inputs
set_output_delay [expr $clk_period * $clk_io_pct] -clock clk0 [all_outputs]
$ cat ./design.v
`default_nettype	none
module ufifo(i_clk, i_rst, i_wr, i_data, o_empty_n, i_rd, o_data, o_status, o_err);
	parameter	BW=8;	 
	parameter [3:0]	LGFLEN=4;
	parameter 	RXFIFO=1'b0;
	input	wire		i_clk, i_rst;
	input	wire		i_wr;
	input	wire [(BW-1):0]	i_data;
	output	wire		o_empty_n;	 
	input	wire		i_rd;
	output	wire [(BW-1):0]	o_data;
	output	wire	[15:0]	o_status;
	output	wire		o_err;
	localparam	FLEN=(1<<LGFLEN);
	reg	[(BW-1):0]	fifo[0:(FLEN-1)];
	reg	[(LGFLEN-1):0]	r_first, r_last, r_next;
	wire	[(LGFLEN-1):0]	w_first_plus_one, w_first_plus_two,
				w_last_plus_one;
	assign	w_first_plus_two = r_first + {{(LGFLEN-2){1'b0}},2'b10};
	assign	w_first_plus_one = r_first + {{(LGFLEN-1){1'b0}},1'b1};
	assign	w_last_plus_one  = r_next;  
	reg	will_overflow;
	initial	will_overflow = 1'b0;
	always @(posedge i_clk)
		if (i_rst)
			will_overflow <= 1'b0;
		else if (i_rd)
			will_overflow <= (will_overflow)&&(i_wr);
		else if (i_wr)
			will_overflow <= (will_overflow)||(w_first_plus_two == r_last);
		else if (w_first_plus_one == r_last)
			will_overflow <= 1'b1;
	reg	r_ovfl;
	initial	r_first = 0;
	initial	r_ovfl  = 0;
	always @(posedge i_clk)
		if (i_rst)
		begin
			r_ovfl <= 1'b0;
			r_first <= { (LGFLEN){1'b0} };
		end else if (i_wr)
		begin  
			if ((i_rd)||(!will_overflow))  
				r_first <= w_first_plus_one;
			else
				r_ovfl <= 1'b1;
		end
	always @(posedge i_clk)
		if (i_wr)  
			fifo[r_first] <= i_data;
	reg	will_underflow;
	initial	will_underflow = 1'b1;
	always @(posedge i_clk)
		if (i_rst)
			will_underflow <= 1'b1;
		else if (i_wr)
			will_underflow <= (will_underflow)&&(i_rd);
		else if (i_rd)
			will_underflow <= (will_underflow)||(w_last_plus_one == r_first);
		else
			will_underflow <= (r_last == r_first);
	initial	r_last = 0;
	always @(posedge i_clk)
		if (i_rst)
		begin
			r_last <= 0;
			r_next <= { {(LGFLEN-1){1'b0}}, 1'b1 };
		end else if (i_rd)
		begin
			if ((i_wr)||(!will_underflow))  
			begin
				r_last <= r_next;
				r_next <= r_last +{{(LGFLEN-2){1'b0}},2'b10};
			end
		end
	reg	[(BW-1):0]	fifo_here, fifo_next, r_data;
	always @(posedge i_clk)
		fifo_here <= fifo[r_last];
	always @(posedge i_clk)
		fifo_next <= fifo[r_next];
	always @(posedge i_clk)
		r_data <= i_data;
	reg	[1:0]	osrc;
	always @(posedge i_clk)
		if (will_underflow)
			osrc <= 2'b00;
		else if ((i_rd)&&(r_first == w_last_plus_one))
			osrc <= 2'b01;
		else if (i_rd)
			osrc <= 2'b11;
		else
			osrc <= 2'b10;
	assign o_data = (osrc[1]) ? ((osrc[0])?fifo_next:fifo_here) : r_data;
	reg	r_empty_n;
	initial	r_empty_n = 1'b0;
	always @(posedge i_clk)
		if (i_rst)
			r_empty_n <= 1'b0;
		else casez({i_wr, i_rd, will_underflow})
			3'b00?: r_empty_n <= (r_first != r_last);
			3'b11?: r_empty_n <= (r_first != r_last);
			3'b10?: r_empty_n <= 1'b1;
			3'b010: r_empty_n <= (r_first != w_last_plus_one);
			default: begin end
		endcase
	reg	[(LGFLEN-1):0]	r_fill;
	initial	r_fill = 0;
	always @(posedge i_clk)
		if (RXFIFO!=0) begin
			if (i_rst)
				r_fill <= 0;
			else case({(i_wr)&&(!will_overflow), (i_rd)&&(!will_underflow)})
			2'b01:   r_fill <= r_first - r_next;
			2'b10:   r_fill <= r_first - r_last + 1'b1;
			default: r_fill <= r_first - r_last;
			endcase
		end else begin
			if (i_rst)
				r_fill <= { (LGFLEN){1'b1} };
			else case({i_wr, i_rd})
			2'b01:   r_fill <= r_last - r_first;
			2'b10:   r_fill <= r_last - w_first_plus_two;
			default: r_fill <= r_last - w_first_plus_one;
			endcase
		end
	reg	r_full_n;
	always @(posedge i_clk)
		r_full_n <= (&r_fill[(LGFLEN-1):2]);
	assign o_err = (r_ovfl);  
	wire	[3:0]	lglen;
	assign lglen = LGFLEN;
	wire	[9:0]	w_fill;
	assign	w_fill[(LGFLEN-1):0] = r_fill;
	generate if (LGFLEN < 10)
		assign w_fill[9:(LGFLEN)] = 0;
	endgenerate
	wire	w_half_full;
	assign	w_half_full = r_fill[(LGFLEN-1)];
	assign	o_status = {
		lglen,
		w_fill,
		(RXFIFO!=0)?w_half_full:w_half_full,
		(RXFIFO!=0)?r_empty_n:r_full_n
	};
	assign	o_empty_n = r_empty_n;
endmodule
`default_nettype	none
module	wbpport(i_clk, i_rst,
		i_wb_cyc, i_wb_stb, i_wb_we, i_wb_addr, i_wb_data,
			o_wb_ack, o_wb_stall, o_wb_data,
		i_pp_stb, i_pp_data,
		o_pp_stb, o_pp_data, i_pp_busy,
		o_rx_int, o_tx_int,
		o_rxfifo_int, o_txfifo_int);
	parameter	LGFLEN = 4;
	localparam [3:0]	LCLLGFLEN = (LGFLEN > 4'ha)? 4'ha
					: ((LGFLEN < 4'h2) ? 4'h2 : LGFLEN);
	input	wire		i_clk, i_rst;
	input	wire		i_wb_cyc, i_wb_stb, i_wb_we;
	input	wire	[1:0]	i_wb_addr;
	input	wire	[31:0]	i_wb_data;
	output	reg		o_wb_ack;
	output	wire		o_wb_stall;
	output	reg	[31:0]	o_wb_data;
	input	wire		i_pp_stb;
	input	wire	[6:0]	i_pp_data;
	output	wire		o_pp_stb;
	output	wire	[6:0]	o_pp_data;
	input	wire		i_pp_busy;
	output	wire		o_rx_int, o_tx_int,
				o_rxfifo_int, o_txfifo_int;
	wire	[31:0]	pp_setup;
	assign	pp_setup = 32'd12;
	reg		rx_pp_reset;
	wire		rx_empty_n, rx_fifo_err;
	wire	[6:0]	rxf_wb_data;
	wire	[15:0]	rxf_status;
	reg		rxf_wb_read;
	ufifo	#(.LGFLEN(LCLLGFLEN), .BW(7), .RXFIFO(1))
		rxfifo(i_clk, (i_rst)||(rx_pp_reset),
			i_pp_stb, i_pp_data,
			rx_empty_n,
			rxf_wb_read, rxf_wb_data,
			rxf_status, rx_fifo_err);
	assign	o_rxfifo_int = rxf_status[1];
	assign	o_rx_int = rxf_status[0];
	initial	rxf_wb_read = 1'b0;
	always @(posedge i_clk)
		rxf_wb_read <= (i_wb_stb)&&(i_wb_addr[1:0]==2'b10)
				&&(!i_wb_we);
	initial	rx_pp_reset = 1'b1;
	always @(posedge i_clk)
		if ((i_rst)||((i_wb_stb)&&(i_wb_addr[1:0]==2'b00)&&(i_wb_we)))
			rx_pp_reset <= 1'b1;
		else if ((i_wb_stb)&&(i_wb_addr[1:0]==2'b10)&&(i_wb_we))
			rx_pp_reset <= i_wb_data[12];
		else
			rx_pp_reset <= 1'b0;
	wire	[31:0]	wb_rx_data;
	assign	wb_rx_data = { 16'h00, 4'h0, 3'h0, !rx_empty_n,
				1'b0, rxf_wb_data};
	wire		tx_empty_n, txf_err;
	wire	[15:0]	txf_status;
	reg		txf_wb_write, tx_pp_reset;
	reg	[6:0]	txf_wb_data;
	initial	txf_wb_write = 1'b0;
	always @(posedge i_clk)
	begin
		txf_wb_write <= (i_wb_stb)&&(i_wb_addr == 2'b11)
					&&(i_wb_we);
		txf_wb_data  <= i_wb_data[6:0];
	end
	ufifo	#(.LGFLEN(LGFLEN), .BW(7), .RXFIFO(0))
		txfifo(i_clk, (tx_pp_reset),
			txf_wb_write, txf_wb_data,
			tx_empty_n,
			(!i_pp_busy)&&(tx_empty_n), o_pp_data,
			txf_status, txf_err);
	assign	o_pp_stb = tx_empty_n;
	assign	o_tx_int = txf_status[0];
	assign	o_txfifo_int = txf_status[1];
	initial	tx_pp_reset = 1'b1;
	always @(posedge i_clk)
		if((i_rst)||((i_wb_stb)&&(i_wb_addr == 2'b00)&&(i_wb_we)))
			tx_pp_reset <= 1'b1;
		else if ((i_wb_stb)&&(i_wb_addr[1:0]==2'b11)&&(i_wb_we))
			tx_pp_reset <= i_wb_data[12];
		else
			tx_pp_reset <= 1'b0;
	wire	[31:0]	wb_tx_data;
	assign	wb_tx_data = { 16'h00, 
				1'b0, txf_status[1:0], txf_err,
				1'b0, o_pp_stb, 1'b0, (i_pp_busy|txf_status[0]),
				1'b0,(i_pp_busy|txf_status[0])?txf_wb_data:7'h0};
	wire	[31:0]	wb_fifo_data;
	assign	wb_fifo_data = { txf_status, rxf_status };
	reg	[1:0]	r_wb_addr;
	always @(posedge i_clk)
		r_wb_addr <= i_wb_addr;
	reg	r_wb_ack;
	always @(posedge i_clk)  
		r_wb_ack <= i_wb_stb;
	always @(posedge i_clk)  
		o_wb_ack <= r_wb_ack;
	always @(posedge i_clk)
		casez(r_wb_addr)
		2'b00: o_wb_data <= pp_setup;
		2'b01:  o_wb_data <= wb_fifo_data;
		2'b10: o_wb_data <= wb_rx_data;
		2'b11: o_wb_data <= wb_tx_data;
		endcase
	assign	o_wb_stall = 1'b0;
endmodule
$ cat ./run.sh
#!/bin/bash
# OpenROAD 26Q1-2900-gdf79404cd8, Yosys 0.63+post, stock flow scripts
make -C /OpenROAD-flow-scripts/flow DESIGN_CONFIG=/design/flow/config.mk WORK_HOME=/design/flow/orfs finish
==> out/summary.txt <==
Placeable core area: 29,870 um^2
Fraction of the mapped netlist area in compound gates: 3.540%
Insertion delay to the later sink of the worst-skew pair: 0.52 ns
Final number of setup-violating endpoints: 0
Crit-path max FO: 7
Most frequently used flop master after synthesis: sky130_fd_sc_hd__edfxtp_1
Net switching power figure: 1503 uW
Portion of total power attributed to combinational logic: 3.3%
Synth-to-Final Area Change: 13.22%
Switching portion of total power: 20.48%
Init Core Util: 51.23%
Tool warning count: 62
Actual transition at the worst max-transition pin: 0.8896 ns
Prevailing logic family in the synthesized netlist: multiplexers
Post-Syn Instances: 926
Fill cell instance count of the final layout: 2,196
Count of library flops with an enable pin: 224
Number of clock buffers inserted by TritonCTS: 37
Synth warn: 3
Relative contribution of the clock network to total power: 43.9%
First-pass GRT wire length: 50.51 mm
Worst min-delay path category: reg -> reg
Placer congestion estimate: 0.8526
Kind of end point of the critical path: primary output
Post-synth seq share: 59.52%
Cell Rows: 63
Setup repair after global routing missed its margin: false
Total via count in the routed design: 8,281
Post-synthesis instance area: 15,300 um^2
Power per cell area: 423.7 nW/um^2
Worst hold path cell count: 0
Max-cap violations: 0
Die boundary height: 177.0 um
Distinct cell type count of the synthesized netlist: 58
Maximum level of the CTS H-tree: 2
Master cell of the clock root buffer: sky130_fd_sc_hd__clkbuf_16
Adders+Majority by Area: 3.270%
Top-level I/O count: 94
Final critical path time including I/O delays and setup: 2.783 ns
Routed Antenna Nets: 0
Iteration-0 DRC count of the detailed router: 559
Antenna violations before repair: 0
Post-route DRC: 0
Hold slack: 0.3253 ns
Worst setup path category: reg -> out
Cell resize tally after clock tree synthesis: 0
Maximum number of pins on one net before global-route repair: 33
Run status: finished, final reports clean
Cell depth of the worst flop-to-flop path: 8
FMAX: 359.3 MHz
Fraction of synthesized cell area in xor and xnor cells: 2.069%
Average footprint of a synthesized cell: 16.53 um^2
Remaining max-slew budget at the tightest pin: 40.47%
Via count of the first global-routing pass: 9,036
Arr. time, crit path: 1.98 ns
Slowest cell on the critical path: sky130_fd_sc_hd__dfxtp_1
Crit path required time: 3.20 ns
Cells traversed along the worst timing path: mux2i_1 > a21oi_1 > clkdlybuf4s50_1
Yosys chip area: 15,300 um^2
Die x size: 177.0 um
Setup slack of the worst register-to-register path: 1.63 ns
Drt total wl: 32.21 mm
Flop pwr share: 52.9%
Via density per instance: 5.898
FF+latch count, synth: 343
Internal portion of total power: 5838 uW
Mux share: 23.66%
Share of cells above drive strength 1: 17.95%
Number of cells in Yosys stat: 926
Final worst clock skew: 0.01934 ns
Setup crit start kind: flop
Launching point of the worst reg2reg path: txfifo.r_last[0]
Peak per-stage delay on the critical path: 0.64 ns
Area of the die: 31,310 um^2
Hold path startpoint: r_wb_ack
Number of iterations in the first detailed-routing pass: 5
Grt ovf: 0
VDD IR max: 0.0002721 V
Diode count: 0
Routed length per instance: 22.94 um
DPL Wire Length: 22.09 mm
Final max-slew violation count: 0
Period utilization: 69.59%
Non-filler cells, final: 1,404
Setup fix buffers added after clock tree synthesis: 0
Clock tree from TritonCTS: done
TritonCTS sink count: 343
FFs w/ async S/R, synth: 0%
Synthesized-area fraction occupied by and/or/nand/nor cells: 4.677%
Placed cell count: 1,336
Clock-pin transition on the worst setup and hold timing paths: 0.05 ns
Setup_tns: 0 ns
Endpoints failing hold: 0
CTS max path bufs: 3
Worst r2r dst: txfifo.r_fill[1]
Number of buffers inserted for hold repair after clock tree synthesis: 0
Static power due to leakage: 0.005881 uW
Tally of buffers added on design ports: 54
Total GRT Usage: 23.91%
Endpoint of the worst hold-timing path: o_wb_ack
-- layout by cell type, fill, tap and decap left out, types with 10 or more instances in the layout --
cell type                         synthesis  routed
sky130_fd_sc_hd__clkdlybuf4s50_1          0      54
sky130_fd_sc_hd__nor3_1                  12      12
sky130_fd_sc_hd__clkbuf_1                24      10
sky130_fd_sc_hd__xnor2_1                 21      21
sky130_fd_sc_hd__mux4_1                  44      44
sky130_fd_sc_hd__o21ai_0                 22      22
sky130_fd_sc_hd__edfxtp_1               224     224
sky130_fd_sc_hd__mux4_2                  96      96
sky130_fd_sc_hd__conb_1                   1      14
sky130_fd_sc_hd__nor2_1                  72      72
sky130_fd_sc_hd__nand2_1                 36      36
sky130_fd_sc_hd__dfxtp_1                119     117
sky130_fd_sc_hd__inv_1                   30      30
sky130_fd_sc_hd__ha_1                    32      32
sky130_fd_sc_hd__clkbuf_16                0      40
sky130_fd_sc_hd__buf_4                   18      18
sky130_fd_sc_hd__a21oi_1                 24      24
sky130_fd_sc_hd__mux2i_1                 28      28
sky130_fd_sc_hd__xor2_1                  12      12
-- through the flow --
step | power, uW | setup slack [ns] | util [%] | instance area, um^2
2_1_floorplan | 4061 | 1.860 | - | 15350
3_3_place_gp | 4188 | 1.159 | 54.05 | 16150
3_5_place_dp | 4196 | 1.104 | 54.05 | 16150
4_1_cts | 7429 | 1.162 | 58.00 | 17330
5_1_grt | 7606 | 1.101 | 58.00 | 17330
6_report | 7341 | 1.217 | 58.00 | 17330
-- state kept, by name, indices dropped and copies added, names as in the netlist, 2 cells and up --
register          count
o_wb_data            18
r_wb_addr             2
rxfifo.fifo         112
rxfifo.fifo_here      7
rxfifo.fifo_next      7
rxfifo.osrc           2
rxfifo.r_data         7
rxfifo.r_fill         4
rxfifo.r_first        4
rxfifo.r_last         4
rxfifo.r_next         4
txf_wb_data           7
txfifo.fifo         112
txfifo.fifo_here      7
txfifo.fifo_next      7
txfifo.osrc           2
txfifo.r_data         7
txfifo.r_fill         4
txfifo.r_first        4
txfifo.r_last         4
txfifo.r_next         4
-- area by class of cell --
class,instances,area (um^2),share of cell area (%)
tap,390,488.0,2.816
timing repair buffer,72,675.6,3.899
inverter,33,123.9,0.7149
multi-input combinational,498,5748,33.17
sequential,343,9111,52.59
clock inverter,16,113.9,0.6571
clock buffer,52,1066,6.153
-- worst max-delay path by stage --
stage / from / end / slack [ns] / cells past startpoint
final: txfifo.osrc[0] / o_pp_data[5] / 1.22 / 3
after global routing: txfifo.osrc[0] / o_pp_data[2] / 1.10 / 3
after CTS: txfifo.osrc[0] / o_pp_data[5] / 1.16 / 3
-- cells in the mapped netlist, types with 7 or more instances --
cell / n / area, um^2
sky130_fd_sc_hd__mux4_2: 96 / 2162
sky130_fd_sc_hd__inv_1: 30 / 112.6
sky130_fd_sc_hd__buf_2: 12 / 60.06
sky130_fd_sc_hd__dfxtp_1: 119 / 2382
sky130_fd_sc_hd__xor2_1: 12 / 105.1
sky130_fd_sc_hd__edfxtp_1: 224 / 6726
sky130_fd_sc_hd__nor3_1: 12 / 60.06
sky130_fd_sc_hd__xnor2_1: 21 / 183.9
sky130_fd_sc_hd__mux2i_1: 28 / 280.3
sky130_fd_sc_hd__mux4_1: 44 / 1156
sky130_fd_sc_hd__a21oi_1: 24 / 120.1
sky130_fd_sc_hd__nand2b_1: 7 / 43.79
sky130_fd_sc_hd__clkbuf_1: 24 / 90.09
sky130_fd_sc_hd__buf_4: 18 / 135.1
sky130_fd_sc_hd__and2_1: 7 / 43.79
sky130_fd_sc_hd__o21ai_0: 22 / 110.1
sky130_fd_sc_hd__ha_1: 32 / 400.4
sky130_fd_sc_hd__nor2_1: 72 / 270.3
sky130_fd_sc_hd__nand2_1: 36 / 135.1
-- critical path: cells and delay by family, from the launching register on --
| kind | cells | cell delay, ns |
|---|---|---|
| AOI/OAI and AO/OA | 1 | 0.19 |
| muxes | 1 | 0.16 |
| buffers and inverters | 1 | 0.48 |
| DFF | 1 | 0.64 |
-- cells by family (layout without fill, tap and decap cells) --
| kind of cell | count (synthesis) | count (layout) |
|---|---|---|
| adders and majority gates | 37 | 37 |
| xor gates and xnor gates | 34 | 34 |
| and+or+nand+nor | 158 | 158 |
| other | 1 | 14 |
| buffers and inverters | 98 | 173 |
| DFF | 343 | 343 |
| AOI/OAI and AO/OA | 85 | 85 |
| muxes | 170 | 170 |
-- routing by layer --
layer / up-vias / global-route usage [%] / share of wire, %
met3: 63 / 9.636 / 8.1
met2: 329 / 38.30 / 52
li1: 3753 / - / -
met5: - / 0 / 0
met1: 4136 / 33.14 / 37
met4: 0 / 5.711 / 2.9
-- power by group through the flow --
| stage | registers (uW) | clock network, uW | logic [uW] |
|---|---|---|---|
| final | 3880 | 3220 | 239 |
| after global routing | 3890 | 3450 | 264 |
| after CTS | 3880 | 3310 | 243 |
No activity file was given, so power comes from the tool's default toggle rates.
